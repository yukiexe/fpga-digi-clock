File: flow/config.mk
export PLATFORM = sky130hd
export DESIGN_NAME = digi_clock
export DESIGN_NICKNAME = digi_clock
export VERILOG_FILES = /design/flow/design.v
export SDC_FILE = /design/flow/constraint.sdc
export NUM_CORES = 4
export LEC_CHECK = 1
export CORE_UTILIZATION = 50
File: flow/constraint.sdc
current_design digi_clock

set clk_period 5.0
set clk_io_pct 0.2

create_clock -name clk0 -period $clk_period [get_ports {clk}]

set non_clock_inputs [all_inputs -no_clocks]
set_input_delay [expr $clk_period * $clk_io_pct] -clock clk0 $non_clock_inputs
set_output_delay [expr $clk_period * $clk_io_pct] -clock clk0 [all_outputs]
File: flow/design.v
`timescale 1ns / 1ps
module AlarmClock(
    input clk,
    input [3:0] sw_en,
    input clr,
    input mp,
    input hp,
	input [1:0] sw_ouput,
	output [3:0] mq0,
    output [2:0] mq1,
    output [3:0] hq0,
    output [1:0] hq1
    );
	wire [3:0] w_acmq0[0:3] ;
    wire [2:0] w_acmq1[0:3] ;
    wire [3:0] w_achq0[0:3] ;
    wire [1:0] w_achq1[0:3] ;
    wire [1:0] sw_ena ;
	assign sw_ena = ( sw_en == 4'b1000 ) ? 2'd3 :
                   	( sw_en == 4'b0100 ) ? 2'd2 :
	                ( sw_en == 4'b0010 ) ? 2'd1 : 2'd0 ;
	assign mq0 = ( sw_en != 4'b0000 ) ? w_acmq0[sw_ena] : w_acmq0[sw_ouput] ;
	assign mq1 = ( sw_en != 4'b0000 ) ? w_acmq1[sw_ena] : w_acmq1[sw_ouput] ;
	assign hq0 = ( sw_en != 4'b0000 ) ? w_achq0[sw_ena] : w_achq0[sw_ouput] ;
	assign hq1 = ( sw_en != 4'b0000 ) ? w_achq1[sw_ena] : w_achq1[sw_ouput] ;
SetTime ac0( 
    .clk( clk ),
    .en( sw_en[0] ),
	.clr( clr ),
    .mp( mp ),
    .hp( hp ),
    .mq0(w_acmq0[0]),
    .mq1(w_acmq1[0]),
    .hq0(w_achq0[0]),
    .hq1(w_achq1[0])
) ;
SetTime ac1( 
    .clk( clk ),
    .en( sw_en[1] ),
	.clr( clr ),
    .mp( mp ),
    .hp( hp ),
    .mq0(w_acmq0[1]),
    .mq1(w_acmq1[1]),
    .hq0(w_achq0[1]),
    .hq1(w_achq1[1])
) ;
SetTime ac2( 
    .clk( clk ),
    .en( sw_en[2] ),
	.clr( clr ),
    .mp( mp ),
    .hp( hp ),
    .mq0(w_acmq0[2]),
    .mq1(w_acmq1[2]),
    .hq0(w_achq0[2]),
    .hq1(w_achq1[2])
) ;
SetTime ac3( 
    .clk( clk ),
    .en( sw_en[3] ),
	.clr( clr ),
    .mp( mp ),
    .hp( hp ),
    .mq0(w_acmq0[3]),
    .mq1(w_acmq1[3]),
    .hq0(w_achq0[3]),
    .hq1(w_achq1[3])
) ;
endmodule
`timescale 1ns / 1ps
module SetTime(
    input clk,
    input en,
	input clr,
    input mp,
    input hp,
    output reg [3:0] mq0,
    output reg [2:0] mq1,
    output reg [3:0] hq0,
    output reg [1:0] hq1
    );
always@( posedge clk ) begin
  if (clr) begin
    mq0 <= 0;
    mq1 <= 0;
	hq0 <= 0;
    hq1 <= 0;
  end
  else if (en) begin
    if ( mp ) begin
	  if (mq0 == 9) begin
        mq0 <= 0;
        if (mq1 == 5)
		  mq1 <= 0;
        else 
		  mq1 <= mq1 + 1;
      end
      else begin
        mq0 <= mq0 + 1;
	  end
	end
	else if ( hp ) begin
	  if (hq0 == 9) begin
        hq0 <= 0;
        hq1 <= hq1 + 1;
      end
      else if (hq1 == 2 & hq0 == 3) begin  
        hq1 <= 0;
        hq0 <= 0;
      end 
      else begin 
        hq0 <= hq0 + 1;
	  end
    end
  end
end
endmodule
`timescale 1ns / 1ps
module clk_gen(
  input  clk,
   input  rst_n,
   output o_clk
 );
 parameter WIDTH = 3;
 parameter N     = 6;
 reg [WIDTH-1:0] cnt_p;
 reg [WIDTH-1:0] cnt_n;
 reg             clk_p;
 reg             clk_n;
 assign o_clk = (N == 1) ? clk :
                (N[0])   ? (clk_p | clk_n) : (clk_p);
 always@(posedge clk or negedge rst_n) begin
   if (!rst_n)
     cnt_p <= 0;
   else if (cnt_p == (N-1))
     cnt_p <= 0;
   else
     cnt_p <= cnt_p + 1;
 end
 always@(posedge clk or negedge rst_n) begin
   if (!rst_n) 
     clk_p <= 1;
   else if (cnt_p < (N>>1))
     clk_p <= 1;
   else
     clk_p <= 0;    
 end
 always@(negedge clk or negedge rst_n) begin
   if (!rst_n)
     cnt_n <= 0;
   else if (cnt_n == (N-1))
     cnt_n <= 0;
   else
     cnt_n <= cnt_n + 1;
 end
 always@(negedge clk or negedge rst_n) begin
   if (!rst_n)
     clk_n <= 1;
   else if (cnt_n < (N>>1))
     clk_n <= 1;
   else
     clk_n <= 0;
 end
 endmodule
module clock (
  input        clk, 
  input        en,  
  input        clr, 
  input        load,
  input  [3:0] sd0, 
  input  [2:0] sd1, 
  input  [3:0] md0, 
  input  [2:0] md1, 
  input  [3:0] hd0, 
  input  [1:0] hd1,   
  output [3:0] sq0,
  output [2:0] sq1,
  output [3:0] mq0, 
  output [2:0] mq1, 
  output [3:0] hq0, 
  output [1:0] hq1, 
  output       co   
);
wire       w_clr;
wire [3:0] w_md0; 
wire [2:0] w_md1;
reg  [3:0] w_hd0;
reg  [1:0] w_hd1;
wire       w_sco;  
wire       w_mco;  
wire       w_hco;  
counter60 sec (
  .clk(clk),
  .load(load),
  .clr(w_clr),
  .en(en),
  .d0(sd0),
  .d1(sd1),
  .q0(sq0),
  .q1(sq1),
  .co(w_sco)
);
counter60 min (
  .clk(clk),
  .load(load),
  .clr(w_clr),
  .en(en & w_sco),
  .d0(w_md0),
  .d1(w_md1),
  .q0(mq0),
  .q1(mq1),
  .co(w_mco)
);
counter24 hour (
  .clk(clk),
  .load(load),
  .clr(w_clr),
  .en(en & w_mco & w_sco),
  .d0(w_hd0),
  .d1(w_hd1),
  .q0(hq0),
  .q1(hq1),
  .co(w_hco)
);
assign w_clr = clr | co;
assign co    = w_hco & w_mco & w_sco;
assign w_md0 = (!load) ? 0 :
               (md0 < 10) ? md0 : 9;
assign w_md1 = (!load) ? 0 : 
               (md1 < 6)  ? md1 : 5;
always@(load or hd0 or hd1) begin
  if (!load) begin
    w_hd0 = 0;
    w_hd1 = 0;
  end
  else begin
    if (hd1 <= 1) begin  
      w_hd1 = hd1;
      if (hd0 < 10)
        w_hd0 = hd0;
      else
        w_hd0 = 9;
    end
    else begin  
      w_hd1 = 2;
      if (hd0 < 4)
        w_hd0 = hd0;
      else
        w_hd0 = 3;
    end
  end
end                        
endmodule
module counter24 (
  input            clk,
  input            clr,
  input            load,
  input            en,
  input      [3:0] d0,
  input      [1:0] d1,
  output reg [3:0] q0,
  output reg [1:0] q1,
  output           co
);
assign co = q0[1] & q0[0] & q1[1];  
always@(posedge clk) begin
  if (clr) begin
    q0 <= 0;
    q1 <= 0;
  end
  else if (load) begin
    q0 <= d0;
    q1 <= d1;
  end
  else if (en) begin
    if (q0 == 9) begin
      q0 <= 0;
      q1 <= q1 + 1;
    end
    else if (q1 == 2 & q0 == 3) begin  
      q1 <= 0;
      q0 <= 0;
    end 
    else 
      q0 <= q0 + 1;
  end
  else begin
    q0 <= q0;
    q1 <= q1;
  end
end
endmodule
module counter60 (
  input            clk,
  input            clr,
  input            load,
  input            en,
  input      [3:0] d0,
  input      [2:0] d1,
  output reg [3:0] q0,
  output reg [2:0] q1,
  output           co
);
assign co = q1[2] & q1[0] & q0[3] & q0[0];  
always@(posedge clk) begin
  if (clr) begin
    q0 <= 0;
    q1 <= 0;
  end
  else if (load) begin
    q0 <= d0;
    q1 <= d1;
  end
  else if (en) begin
    if (q0 == 9) begin
      q0 <= 0;
      if (q1 == 5) 
        q1 <= 0;
      else
        q1 <= q1 + 1;
    end
    else 
      q0 <= q0 + 1;
  end 
  else begin
    q0 <= q0;
    q1 <= q1;
  end
end
endmodule
`timescale 1ns / 1ps
module digi_clock ( clk, sw, btn, seg, Led, an );
input clk ;
input [7:0] sw ;
input [3:0] btn ;
output [4:1] Led ;
output [7:0]	seg;
output [3:0]	an;
reg [3:0]	disphex;
reg [3:0]	sel;
wire sw_mshm, sw_setTime, sw_ringmode, sw_ring ;
wire [3:0] sw_en ;
assign sw_setTime = sw[7] ;
assign sw_ringmode = sw[6] ;
assign sw_ring = sw[5] ;
assign sw_en = { sw[4], sw[3], sw[2], sw[1] } ;
assign sw_mshm = sw[0] ;
wire	rst, load, hp, mp ;
assign	rst = ~btn[3] ;
assign	load = btn[2] ;
assign	hp = btn[1] ;
assign	mp = btn[0] ;
wire [3:0] w_sq0;
wire [2:0] w_sq1;
wire [3:0] w_mq0;
wire [2:0] w_mq1;
wire [3:0] w_hq0;
wire [1:0] w_hq1;
wire	clk_01;
clk_gen	#(16,50000) div_5M(
  .clk	(clk),
  .rst_n	(rst),
  .o_clk	(clk_01)
 );
wire	clk_10;
clk_gen	#(7,100) div_100(
  .clk	(clk_01),
  .rst_n	(rst),
  .o_clk	(clk_10)
 );
wire	clk_5;
clk_gen	#(1,2) div_2(
  .clk	(clk_10),
  .rst_n	(rst),
  .o_clk	(clk_5)
 );
wire	clk_1;
clk_gen	#(10,1000) div_10(
  .clk	(clk_01),
  .rst_n	(rst),
  .o_clk	(clk_1)
 );
wire [3:0] w_setmq0;
wire [2:0] w_setmq1;
wire [3:0] w_sethq0;
wire [1:0] w_sethq1;
SetTime setT( 
    .clk( clk_10 ),
    .en( sw_setTime ),
	.clr( ~rst ),
    .mp( mp ),
    .hp( hp ),
    .mq0(w_setmq0),
    .mq1(w_setmq1),
    .hq0(w_sethq0),
    .hq1(w_sethq1)
) ;
clock c1 (
  .clk(clk_1),
  .en(1),      
  .clr(~rst),     
  .load( sw_setTime & load ),    
  .sd0(0),       
  .sd1(0),       
  .md0(w_setmq0),    
  .md1(w_setmq1),    
  .hd0(w_sethq0),   
  .hd1(w_sethq1),  
  .sq0(w_sq0),      
  .sq1(w_sq1),      
  .mq0(w_mq0),      
  .mq1(w_mq1),      
  .hq0(w_hq0),      
  .hq1(w_hq1)       
);
wire [1:0] w_sw_ouput;
wire [3:0] w_acmq0;
wire [2:0] w_acmq1;
wire [3:0] w_achq0;
wire [1:0] w_achq1;
AlarmClock ac ( 
    .clk( clk_10 ),
    .sw_en( sw_en ),
	.clr( ~rst ),
    .mp( mp ),
    .hp( hp ),
	.sw_ouput( w_sw_ouput ),
	.mq0(w_acmq0),
    .mq1(w_acmq1),
    .hq0(w_achq0),
    .hq1(w_achq1)
) ;
wire w_ringing, w_ringmode ;
assign w_ringmode = sw_ringmode ? clk_5 : 1'b1 ;
assign w_ringing = ( sw_en == 4'b0000 ) && ( sw_ring & w_ringmode ) && 
				   ( w_mq0 == w_acmq0 ) && ( w_mq1 == w_acmq1 ) && ( w_hq0 == w_achq0 ) && ( w_hq1 == w_achq1 ) ;
assign Led[1] = ( w_sw_ouput == 2'd0 ) && w_ringing ;
assign Led[2] = ( w_sw_ouput == 2'd1 ) && w_ringing ;
assign Led[3] = ( w_sw_ouput == 2'd2 ) && w_ringing ;
assign Led[4] = ( w_sw_ouput == 2'd3 ) && w_ringing ;
reg	[1:0]	cnt ;
assign w_sw_ouput = cnt ;
always @(posedge clk_01 or negedge rst)
begin
if(~rst) begin
	cnt <= 2'd0;
end
else begin
	cnt <= cnt + 1'b1;
end
end
reg [3:0] tmphex [0:3] ;
always @(cnt)
begin
    if ( sw_setTime ) begin
		tmphex[0] <= w_setmq0 ;
		tmphex[1] <= w_setmq1 ;
		tmphex[2] <= w_sethq0 ;
		tmphex[3] <= w_sethq1 ;
	end
    else if ( sw[4] | sw[3] | sw[2] | sw[1] ) begin
		tmphex[0] <= w_acmq0 ;
		tmphex[1] <= w_acmq1 ;
		tmphex[2] <= w_achq0 ;
		tmphex[3] <= w_achq1 ;
	end
	else begin
		tmphex[0] <= sw_mshm ? w_sq0 : w_mq0 ;
        tmphex[1] <= { 1'b0, ( sw_mshm ? w_sq1 : w_mq1 ) }  ;
        tmphex[2] <= sw_mshm ? w_mq0 : w_hq0 ;
        tmphex[3] <= sw_mshm ? { 1'b0, w_mq1 } : { 2'b00, w_hq1 } ;
	end
	case(cnt)
	2'd0: sel = 4'b1110;
	2'd1: sel = 4'b1101;
	2'd2: sel = 4'b1011;
	2'd3: sel = 4'b0111;
	default: sel = 4'b1110;
	endcase
	disphex = tmphex[cnt] ;
end
disp seg_disp( .seg(seg), .an(an), .sel(sel), .hex(disphex));
endmodule
`timescale 1ns / 1ps
module disp( seg, an, sel, hex );
input	 [3:0]	hex;
input	 [3:0]	sel;	
output reg	[7:0] seg;
output [3:0] an;
assign	an = sel;
always @(hex) begin
  case (hex)
       4'b0001 : seg = 8'b11111001;   	 
       4'b0010 : seg = 8'b10100100;   	 
       4'b0011 : seg = 8'b10110000;   	 
       4'b0100 : seg = 8'b10011001;   	 
       4'b0101 : seg = 8'b10010010;   	 
       4'b0110 : seg = 8'b10000010;   	 
       4'b0111 : seg = 8'b11111000;   	 
       4'b1000 : seg = 8'b10000000;   	 
       4'b1001 : seg = 8'b10010000;   	 
       4'b1010 : seg = 8'b10001000;   	 
       4'b1011 : seg = 8'b10000011;   	 
       4'b1100 : seg = 8'b11000110;  	 
       4'b1101 : seg = 8'b10100001;   	 
       4'b1110 : seg = 8'b10000110;   	 
       4'b1111 : seg = 8'b10001110;   	 
       default : seg = 8'b11000000;   	 
   endcase
end   
endmodule
File: flow/run.sh
#!/bin/bash
# OpenROAD 26Q1-2900-gdf79404cd8, Yosys 0.63+post, stock flow scripts
make -C /OpenROAD-flow-scripts/flow DESIGN_CONFIG=/design/flow/config.mk WORK_HOME=/design/flow/orfs finish
==> Slide: Implementation Results <==
Synthesis and Place & Route Summary

Run status
  • Outcome: complete, no violations

Pwr
  • Psw: 0.1399 mW
  • Cell Int Power: 0.3155 mW
  • Switching part of the total: 30.72%
  • Clk pwr share: 34.7%
  • Leak Pwr: 3.285 nW
  • Power Total: 0.4554 mW
  • PwrDens: 52.49 nW/um^2
  • Gate power share: 34.9%
  • Share of power burned in registers: 30.4%
  • VDD IR max: 0.1951 mV

Detailed routing
  • Number of remaining DRC errors: 0
  • Number of vias per cell: 5.862
  • DR vias: 6935
  • Iteration count of the initial detailed-routing pass: 9
  • Inserted Diodes: 0
  • Routed wire length: 19370 um
  • Wire per inst: 16.38 um
  • DR iter-0 viols: 604
  • Final ANT Viol Nets: 0

Finish
  • Fillers: 1331
  • Cell Count, Final, Fillers Out: 1183
  • Share of cells above drive strength 1: 11.56%
  • Area Growth Syn to Fin: 12.35%
  • Most flop-heavy register: div_5M.cnt_p
  • Biggest regs: div_5M.cnt_p (16), div_10.cnt_p (10), div_100.cnt_p (7)
  • Largest register FFs: 16

Logic synthesis
  • Post-synthesis sequential area ratio: 35.06%
  • Netlist Area Pre-Place: 7722 um^2
  • Dominant cell area share: 22.03%
  • Top-count cell post-synth: nor2_1
  • Ys flop type: dfxtp_1
  • Synth top cells by count: nor2_1, dfxtp_1, nand2_1, a21oi_1, inv_1
  • Top cell type by total area after synthesis: dfxtp_1
  • Registers, synthesis: 125
  • Number of enable flip-flop cells: 0
  • Post-synthesis area per instance: 8.078 um^2
  • Post-synthesis cell count from yosys: 956
  • Mapped Cells: 956
  • FFs w/ async S/R, synth: 32.00%
  • Top cells by area: dfxtp_1, dfrtp_1, nor2_1
  • Yosys chip area: 7722 um^2
  • Cell Type Count: 77
  • Ys Warns: 15

Clock network
  • H-Tree Depth: 1
  • TritonCTS clock tree: built
  • Hold-fix buffers, CTS: 0
  • Clk ins delay skew pair: 0.24 ns
  • Worst-path clk slew: 0.05 ns
  • CTS Buf Count: 3
  • Clock root cell: clkbuf_16
  • CTS max path bufs: 2

Floorplanning
  • Die height: 126.3 um
  • Die x size: 126.3 um
  • Core Area: 15150 um^2
  • IO Pins: 29
  • Row cnt: 45
  • FP Util: 50.99%
  • Die ar.: 15950 um^2

Setup path
  • Reg2Reg Setup Slack: 3.16 ns
  • Capture point of the worst reg-to-reg path: div_5M.cnt_p[9]$_DFF_PP0_
  • Critical Path RT: 4.00 ns
  • CP startpoint: sw[2]
  • Setup CP Type: in2out
  • Worst EP arrival: 3.82 ns
  • CP Max Fanout: 6
  • Crit end category: output port
  • Crit start category: input port
  • Reg2reg path depth: 7
  • Reg2reg start: div_5M.cnt_p[0]$_DFF_PP0_

Worst hold path
  • Hold Crit Class: reg2reg
  • WHS Path Cells: 1
  • Hold path startpoint: div_5M.cnt_p[15]$_DFF_PP0_
  • Hold Crit Endpoint: div_5M.clk_p$_DFF_PP1_

GRT
  • Total Routing Usage GR: 25.95%
  • Grt total ovfl: 0
  • Initial antenna violation count: 0
  • Global-route wire length before repair: 32730 um
  • Largest net degree at the start of global routing: 68
  • Vias in the first global route: 6423

STA
  • # setup viols final: 0
  • Setup Skew: 0.001244 ns
  • Worst slew margin: 40.06%
  • Final Cycle Share: 96.41%
  • Endpoints left unconstrained: 112
  • Hold Slack: 0.4538 ns
  • Fin crit period: 4.821 ns
  • Max Fclk: 207.4 MHz
  • Register pins left without a clock: 108
  • Unrepaired setup endpoints after global routing: no
  • Final Max Slew Viols: 0
  • Worst Max-Slew Pin Slew: 0.8991 ns
  • Hold Fails Final Rpt: 0

Place
  • Placed cell count: 1169
  • Final weighted congestion in routability-driven placement: 0.9752
  • PortBufs: 27
  • DP HPWL: 14570 um

Run
  • Log Warnings: 42
  • Max-cap check violation count: 0
[routing by layer]
metal | part of all wire, % | vias to the layer above | track usage, % | routed length [um]
met1 | 48 | 3287 | 40.55 | 9307
met4 | 1.2 | 0 | 2.551 | 223
li1 | - | 3457 | - | -
met3 | 4.1 | 23 | 1.212 | 786
met2 | 47 | 168 | 42.57 | 9056
met5 | 0 | - | 0 | 0
[worst max-delay path, cell delays in order]
cell and delay [ns]:
clkbuf_2 0.11, or4b_4 0.55, o21a_4 0.16, buf_4 0.13, a221o_1 0.36, a31o_2 0.26, o21ai_2 0.13, buf_6 0.13
buf_4 0.11, ha_2 0.17, or3_1 0.10, o221a_1 0.16, clkdlybuf4s50_1 0.45
[through the flow]
| step | cell area, um^2 | TNS, ns | utilization [%] | setup slack (ns) |
|---|---|---|---|---|
| 2_1_floorplan | 7722 | 0 | - | 0.6807 |
| 3_3_place_gp | 8397 | -2.257 | 55.44 | -0.2401 |
| 3_5_place_dp | 8397 | -3.013 | 55.44 | -0.3099 |
| 4_1_cts | 8606 | 0 | 56.82 | 0.03141 |
| 5_1_grt | 8676 | 0 | 57.28 | 0.03329 |
| 6_report | 8676 | 0 | 57.28 | 0.1794 |
[placed cells by master, fill, tap and decap left out, types with 4 or more instances in the layout]
cell	instances
nor2_1	133
dfxtp_1	85
nand2_1	82
a21oi_1	64
buf_4	58
inv_1	42
nand3_1	41
xnor2_1	40
o21ai_0	36
dfrtp_1	36
ha_1	34
xor2_1	29
nor3_1	29
nor2b_1	25
clkdlybuf4s50_1	20
a222oi_1	19
nor3b_1	15
mux2i_1	13
nand2b_1	10
nand4_1	10
a31oi_1	9
and3_1	9
a211oi_1	8
nand3b_1	8
mux2_2	7
nor4_1	7
o22ai_1	5
or3_1	5
a221o_1	4
o211ai_1	4
inv_2	4
and2_1	4
dfstp_2	4
clkbuf_2	4
buf_6	4
[repair_timing]
action | CTS | global route
pin swaps | 5 | 12
resized | 20 | 24
setup buffers | 8 | 2
setup endpoints to repair | 11 | 11
[layout make-up]
type | instances | area, um^2 | area share [%]
inverters | 46 | 172.7 | 1.990
repair buffers | 89 | 730.7 | 8.422
multi-input cells | 731 | 4751 | 54.76
well taps | 188 | 235.2 | 2.711
flip-flops and latches | 125 | 2708 | 31.21
clock buffers | 4 | 78.83 | 0.9086
[cells by family after synthesis]
logic type,Yosys count,synth area share (%)
simple gates,399,25.15
compound gates,204,17.92
flops,125,35.06
buf+inv,100,5.217
mux,21,2.852
other cells,1,0.04856
xor+xnor,70,7.939
fa+ha+maj,36,5.817
[worst max-delay path by stage]
stage | to | cells after the start
4_1_cts | seg[4] | 14
5_1_grt | seg[4] | 14
6_report | seg[0] | 13
[power groups by stage]
stage | Sequential [mW] | Combinational, mW | Clock [mW]
finish | 0.139 | 0.159 | 0.158
CTS | 0.138 | 0.154 | 0.161
global route | 0.138 | 0.174 | 0.164
No activity file was given, so power comes from the tool's default toggle rates.
